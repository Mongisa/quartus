File: flow/run.sh
#!/bin/bash
# OpenROAD 26Q1-2900-gdf79404cd8, Yosys 0.63+post, stock flow scripts
make -C /OpenROAD-flow-scripts/flow DESIGN_CONFIG=/design/flow/config.mk WORK_HOME=/design/flow/orfs finish
File: flow/config.mk
export PLATFORM = sky130hd
export DESIGN_NAME = addanddisplay
export DESIGN_NICKNAME = addanddisplay
export VERILOG_FILES = /design/flow/design.v
export SDC_FILE = /design/flow/constraint.sdc
export NUM_CORES = 4
export LEC_CHECK = 1
export CORE_AREA = 10 10 84 84
export DIE_AREA = 0 0 94 94
File: flow/constraint.sdc
current_design addanddisplay

set clk_period 10.2
set clk_io_pct 0.2

create_clock -name clk0 -period $clk_period

set non_clock_inputs [all_inputs -no_clocks]
set_input_delay [expr $clk_period * $clk_io_pct] -clock clk0 $non_clock_inputs
set_output_delay [expr $clk_period * $clk_io_pct] -clock clk0 [all_outputs]
File: flow/design.v
module addanddisplay(A,B,Y0,Y1);
input wire [7:0] A,B;
output wire [6:0] Y0,Y1;
wire [7:0] S;
wire ov;
localparam C=7'b011_0110;
wire [6:0] d1,d0;
seven_seg_decoder dec7_1(.A(S[7:4]),.Y(d1));
seven_seg_decoder dec7_2(.A(S[3:0]),.Y(d0));
assign {ov,S} = {A[7],A}+{B[7],B};
assign Y0 = ov ? C : d0;
assign Y1 = ov ? C : d1;
endmodule
module seven_seg_decoder(A,Y);
input wire [3:0] A;
output reg [6:0] Y;
always@(A)
begin
	case (A)
	4'd0: Y<= 7'b100_0000;  
	4'd1: Y<= 7'b111_1001;  
	4'd2: Y<= 7'b010_0100;  
	4'd3: Y<= 7'b011_0000;  
	4'd4: Y<= 7'b001_1001;  
	4'd5: Y<= 7'b001_0010;  
	4'd6: Y<= 7'b000_0010;  
	4'd7: Y<= 7'b101_1000;  
	4'd8: Y<= 7'b000_0000;  
	4'd9: Y<= 7'b001_0000;  
	4'd10: Y<= 7'b000_1000;  
	4'd11: Y<= 7'b000_0011;  
	4'd12: Y<= 7'b100_0110;  
	4'd13: Y<= 7'b010_0001;  
	4'd14: Y<= 7'b000_0110;  
	4'd15: Y<= 7'b000_1110;  
	default: Y<= 7'd0;
	endcase
end
endmodule
==> changes_impl.md <==
### Changed

* Antenna cells at 0
* Post-layout min period at between 7000 and 8000 ps
* Post-route setup TNS at 0 ps
* Remaining Overflow, GRT at 0
* Synth Area per Inst at 7.528 sq um
* Slew @ Worst Pin at 894.9 ps
* RD Place Congestion at 0.8889
* Total tool warning count at 38
* Crit path launch type: primary input
* Critical path class: primary input to output port
* Max Cap Violations at 0
* Hold buffers post-CTS at 0
* Layout area overhead at 42.74%
* Max Slew Vio Count at 0
* Row count at 26
* CTS resizes at 0
* Largest net degree at the start of global routing at 12
* Worst min-delay path class: primary input to output port
* Clk_buf instances at 0
* Avg Vias per Cell at 4.587
* # setup viols final at 0
* I/O pin total at 30
* Vias in the first global route at between 800 and 900
* Relative slew slack at 40.34%
* Routed Antenna Nets at 0
* Cycle use final at 69.77%
* Layout cells sized above 1 at just over 6%
* Seq_cells at 0
* Leak pwr at 0.4758 nW
* Synthesized area at 895.9 sq um
* First-pass GRT wire length at roughly 4400 um
* Routed WL at 2594 um
* Die H at 94 um
* Post-synthesis sequential area ratio at 0%
* RSZ-0062 raised after global routing: false
* Vias after detailed routing at ~1000
* Tot Pwr at roughly 0.00012 W
* Residual DRC at 0
* Floorplan core density at 17.21%
* Die area at 8836 sq um
* CP arrival at ~5000 ps
* Area leader share at 23.74%
* Synth warn at 1
* Core area at 5205 sq um
* IO buf count at 30
* All-Layer GR Usage at 5.851%
* Cells after Synth at between 100 and 150
* Iter 0 DRT Violations at 71
* Pre-antenna DRT Iters at 4
* Die X at 94 um
* Synth top area cells: ha_1 (24%), nand3_1 (5.0%), o21ai_0 (5.0%), nor2_1 (4.6%), mux2i_1 (4.5%)
* WL/cell at 11.90 um
* Endpoints failing hold at 0
* Commonest cells in the netlist: ha_1 (17), nor2_1 (11), nand3_1 (9), o21ai_0 (9), inv_1 (7)
* Cell Pwr Density at 91.35 nW/um^2
* Area leader, netlist: ha_1
* CP max FO at 9
* Top-count cell post-synth: ha_1
* Initial antenna violation count at 0
* Post-CTS setup buffers at 0
* YS chip area at 895.9 sq um
* Dpl hpwl at 2192 um
* Distinct cells, synth at 39
* Worst IR Drop VDD at roughly 0.032 mV
* Ys cells at 119
* FF/Latch Area at 0 sq um
* WP data required at between 8000 and 9000 ps
* CP endpoint kind: output port
* Status: completed
* Fmax at about 0.14 GHz
[routing by layer]
metal  GRT usage, %  vias up  wire length [um]
met3         0.5654        0               138
li1               -      529                 -
met1          9.139      442              1346
met4              0        0                 0
met5              0        -                 0
met2          8.871       29              1110
[path summary, 6_finish.rpt]
path	start	endpoint	cells past startpoint
min	B[0]	Y0[1]	5
max	A[0]	Y1[3]	12
[per-stage QoR]
step	cells	utilization, %	hold slack [ps]	setup slack [ps]	cell area [sq um]
global placement	218	24.57	5385	3095	1279
detailed placement	218	24.57	5388	3112	1279
finish	218	24.57	5384	3084	1279
global route	218	24.57	5515	2831	1279
CTS	218	24.57	5393	3068	1279
floorplan	119	-	4362	4272	895.9
[worst max-delay path, stage by stage]
cell and delay [ps]:
clkdlybuf4s50_1 400, ha_1 260, fa_1 430, a21o_1 170, a21oi_1 160, xnor2_1 330
ha_1 290, inv_1 50, o21ai_0 60, a21oi_1 80, a211oi_1 270, clkdlybuf4s50_1 510
[placed cells by master, fill, tap and decap left out, types with 2 or more instances in the layout]
cell	Yosys	routed
a211oi_1	5	5
a21o_1	2	2
a21oi_1	5	5
a21oi_2	3	3
a31oi_1	4	4
clkdlybuf4s50_1	0	30
ha_1	17	17
inv_1	7	7
mux2i_1	4	4
nand2_1	3	3
nand2b_1	6	6
nand3_1	9	9
nor2_1	11	11
nor3_1	2	2
o21a_1	2	2
o21ai_0	9	9
o221ai_1	3	3
o22a_1	2	2
o311ai_1	3	3
xnor2_1	2	2
[logic make-up after synthesis]
| logic type | count (synthesis) | share of synthesized area [%] |
|---|---|---|
| AND-OR/OR-AND | 50 | 42.88 |
| buffers and inverters | 8 | 3.492 |
| XOR/XNOR | 2 | 1.956 |
| adder cells (fa/ha/maj) | 18 | 25.98 |
| AND/OR/NAND/NOR | 36 | 19.97 |
| multiplexers | 5 | 5.726 |
[final cells by class]
class | count | area [sq um]
fillers | 584 | 3926
multi-input cells | 111 | 864.6
repair buffers | 30 | 300.3
well taps | 70 | 87.58
inverters | 7 | 26.28
[report_power, final]
part,switching (W),internal (W)
Combinational,0.0000553,0.0000615
Clock,0,0
Sequential,0,0
Total,0.0000553,0.0000615
Power is estimated from default activity; no workload was simulated.
