**design.v**
```verilog
module DEBO4Digits(A,B,C,D,ck,Dig,L,H,R);
input wire R,ck;
input wire [3:0] A,B,C,D;
output wire H;
output reg [3:0] Dig;
output wire [6:0] L;
wire en;
reg [1:0] sel_digit;
reg [3:0] k;
pulse1khz pul1khz(.ck(ck),.R(R),.EN(en));
always @ (posedge ck)  
begin
	if(R==1'b0)
		sel_digit <= 2'd0;
	else
	if(en==1'b1)
		sel_digit <= sel_digit+2'd1;
end
always @ (sel_digit)
begin
	case(sel_digit)
		2'b00: Dig <= 4'b1110;
		2'b01: Dig <= 4'b1101;
		2'b10: Dig <= 4'b1011;
		2'b11: Dig <= 4'b0111;
		default: Dig <= 4'd0;
	endcase
end
always @ (sel_digit,A,B,C,D)
begin
	case(sel_digit)
		2'b00: k <= A;
		2'b01: k <= B;
		2'b10: k <= C;
		2'b11: k <= D;
		default: k <= 4'd0;
	endcase
end
seven_seg_decoder sevensegdec(.A(k),.Y(L));
assign H = 1'b0;
endmodule
module seven_seg_decoder(A,Y);
input wire [3:0] A;
output reg [6:0] Y;
always@(A)
begin
	case (A)
	4'd0: Y<= 7'b100_0000;  
	4'd1: Y<= 7'b111_1001;  
	4'd2: Y<= 7'b010_0100;  
	4'd3: Y<= 7'b011_0000;  
	4'd4: Y<= 7'b001_1001;  
	4'd5: Y<= 7'b001_0010;  
	4'd6: Y<= 7'b000_0010;  
	4'd7: Y<= 7'b101_1000;  
	4'd8: Y<= 7'b000_0000;  
	4'd9: Y<= 7'b001_0000;  
	4'd10: Y<= 7'b000_1000;  
	4'd11: Y<= 7'b000_0011;  
	4'd12: Y<= 7'b100_0110;  
	4'd13: Y<= 7'b010_0001;  
	4'd14: Y<= 7'b000_0110;  
	4'd15: Y<= 7'b000_1110;  
	default: Y<= 7'd0;
	endcase
end
endmodule
module pulse1khz(ck,R,EN);
input wire ck,R;
output wire EN;
reg [15:0] cnt;
always @ (posedge ck)
begin
	if(R==1'b0)
		cnt <= 16'd0;
	else
	if(cnt==16'd49_999)
		cnt <= 16'd0;
	else
		cnt <= cnt+16'd1;
end
assign EN = (cnt==16'd49_999);
endmodule
```
**run.sh**
```bash
#!/bin/bash
# OpenROAD 26Q1-2900-gdf79404cd8, Yosys 0.63+post, stock flow scripts
make -C /OpenROAD-flow-scripts/flow DESIGN_CONFIG=/design/flow/config.mk WORK_HOME=/design/flow/orfs finish
```
**config.mk**
```make
export PLATFORM = sky130hd
export DESIGN_NAME = DEBO4Digits
export DESIGN_NICKNAME = DEBO4Digits
export VERILOG_FILES = /design/flow/design.v
export SDC_FILE = /design/flow/constraint.sdc
export NUM_CORES = 4
export LEC_CHECK = 1
export CORE_AREA = 10 10 107 107
export DIE_AREA = 0 0 117 117
```
**constraint.sdc**
```tcl
current_design DEBO4Digits

set clk_period 3.0
set clk_io_pct 0.2

create_clock -name clk0 -period $clk_period [get_ports {ck}]

set non_clock_inputs [all_inputs -no_clocks]
set_input_delay [expr $clk_period * $clk_io_pct] -clock clk0 $non_clock_inputs
set_output_delay [expr $clk_period * $clk_io_pct] -clock clk0 [all_outputs]
```
==> results_dict.tcl <==
# yosys + openroad results
set metrics [dict create \
    status "completed" \
    cts.reportedPaths.clkPinSlew_ps 60 \
    path_max_fanout 5 \
    cts_tree "done" \
    syn_area_per_cell_sq_um 8.92 \
    fin_util_pct 19.6 \
    peakVddDrop_v 0.000175 \
    drtPass1Iterations 5 \
    grt_overflow 0 \
    syn2layout_area_growth_pct 46.5 \
    finalSetupViolCount 0 \
    hold_ws_ps 468 \
    grt_pass1_vias 1033 \
    worst_slew_pin_slew_ps 515 \
    warnings 34 \
    tns_ps 0 \
    grt_max_degree 16 \
    fin_total_pwr_uw 537 \
    end_kind "output port" \
    ioPinCount 30 \
    drv_cap 0 \
    place_congestion 0.815 \
    final.setup.worst_slack_ps 18.3 \
    grt_pass1_wl_um 4640 \
    fp_util_pct 13.4 \
    antenna_found_initial 0 \
    drt_iter0_markers 105 \
    wl_per_cell_um 9.77 \
    startpoint_type "primary input" \
    rsz0062_at_grt "true" \
    final_max_slew_viol_count 0 \
    logic_family "simple AND/OR/NAND/NOR gates" \
    numCtsBuffers 3 \
    slew_headroom_pct 65.6 \
    vias 1067 \
    power.leakage_uw 0.000738 \
    clkSinkCount 18 \
    drcViolationCount 0 \
    mappedNetlistArea_sq_mm 0.00123 \
    synth.distinct_cells 35 \
    core-area_sq_mm 0.00920 \
    root_buffer "clkbuf_8" \
    finalClockSkew_ps 3.16 \
    layout-drive-gt1-share_pct 21.9 \
    io_buffer_count 28 \
    die_area_sq_mm 0.0137 \
    synthCells 138 \
    crit_arrival_ps 2380 \
    finalClockPeriodUsage_pct 99.4 \
    critPathKind "primary input to output port" \
    die_w_um 117 \
    synthAdderAreaFrac_pct 11.2 \
    rows 35 \
    hold_path_depth 1 \
    fmax_mhz 335 \
    final-hold-violation-count 0 \
    synth.area.mux_share_pct 8.74 \
    hpwlAfterDp_um 2130 \
    routed_wl_um 2820 \
    dp_slack_ps -325 \
    ys_sh_simple_pct 23.2 \
    ctsLongestPathBuffers 2 \
    postSynthSeqShare_pct 29.3 \
    cp.required_ps 2400 \
    ant_nets 0 \
    synthXorXnorAreaFrac_pct 9.96 \
    ys.flops 18 \
    hold_class "register to register" \
    viasPerCell 3.69 \
    ys_cells 138 \
    cts.hold.buffers_added 0 \
    p_per_area_mw_per_mm2 298 \
    grt_usage_pct 3.97 \
    yosysWarnings 3 \
    n_antenna_cell 0 \
    layout_min_cycle_time_ps 2980 \
    fp.dieH_um 117 \
    aoi_share_pct 9.55 \
    clock_latency_ps 250 \
    h-tree-depth 1 \
    yosysChipArea_sq_mm 0.00123 \
    rr_worst_depth 5 \
]
[sequential cells by signal, summed over array words and instances (netlist names)]
name	count
pul1khz.cnt	16
sel_digit	2
[per-stage QoR]
step	instances	instance area, sq um
after floorplan	138	1230
after global placement	280	1670
after detailed placement	280	1670
after CTS	287	1760
after global routing	289	1800
final	289	1800
[layout by cell type (no fill, tap or decap), types with 2 or more instances in the layout]
cell	instances
nand3_1	7
mux2i_1	7
inv_1	9
nor2_1	14
xnor2_1	4
nand2_1	5
dfxtp_1	16
o21ai_1	2
nand4_1	4
and4_1	3
clkdlybuf4s50_1	20
a21oi_1	2
ha_2	2
nor2b_1	3
clkbuf_2	2
buf_6	2
ha_1	7
or3_1	3
and3_1	3
dfxtp_2	2
buf_4	13
mux2_4	3
xor2_1	10
dlygate4sd2_1	4
clkbuf_8	4
o21ai_0	3
ha_4	2
inv_2	2
a222oi_1	4
[critical path, stage by stage]
cell and delay [ps]:
clkdlybuf4s50_1 400, a222oi_1 480, a21oi_4 160, buf_4 160, buf_4 120, mux2i_1 130
mux2i_1 90, dlygate4sd2_1 250
[logic make-up (layout without fill, tap and decap cells)]
family          Yosys count  after routing
compound gates           16             16
flops                    18             18
fa+ha+maj                11             11
simple gates             50             50
other cells               1              1
buf+inv                  18             58
xor+xnor                 14             14
mux                      10             10
[synth_stat cells]
library cell	n	area share, %
inv_1	11	3.4
dfxtp_1	18	29
mux2_2	2	1.8
nor3b_1	1	0.61
nand2_2	1	0.51
o21ai_0	5	2.0
nand3_1	7	2.8
a222oi_1	4	3.3
nor2_1	14	4.3
xor2_1	10	7.1
nor2b_1	3	1.5
mux2_4	1	1.2
buf_6	2	1.8
xnor2_1	4	2.8
a21oi_2	1	0.71
nand4_2	1	1.0
and4b_1	1	0.81
ha_1	11	11
and3_1	3	1.5
nand4_1	4	2.0
o2bb2ai_1	1	0.71
nor4_1	1	0.51
or3_1	3	1.5
o21a_1	1	0.61
mux2i_1	7	5.7
a21oi_1	3	1.2
buf_4	3	1.8
and4_1	3	2.1
a211oi_2	1	1.0
nor4bb_1	1	0.81
nor3b_2	1	1.0
and2_1	1	0.51
buf_2	2	0.81
conb_1	1	0.30
nand2_1	5	1.5
[metal layers]
| layer | share of wire, % | global-route usage, % | vias to the layer above |
|---|---|---|---|
| met5 | 0 | 0 | - |
| met4 | 0 | 0 | 0 |
| met3 | 11 | 1.70 | 0 |
| met2 | 40 | 6.15 | 32 |
| met1 | 49 | 5.35 | 478 |
| li1 | - | - | 557 |
[final timing paths]
path                        startpoint                        end  slack, ps
min          pul1khz.cnt[0]$_SDFF_PP0_  pul1khz.cnt[0]$_SDFF_PP0_        470
max                               C[2]                       L[1]         20
min reg2reg  pul1khz.cnt[0]$_SDFF_PP0_  pul1khz.cnt[0]$_SDFF_PP0_        470
max reg2reg  pul1khz.cnt[0]$_SDFF_PP0_  pul1khz.cnt[8]$_SDFF_PP0_       1200
[where the power goes]
| part | internal, uW | switching, uW |
|---|---|---|
| clock | 116 | 79.1 |
| sequential | 242 | 2.93 |
| combinational | 60.2 | 36.2 |
| total | 419 | 118 |
[repair_timing]
item / 4_1_cts / 5_1_grt
buffers inserted: 3 / 2
resized: 18 / 13
pin swaps: 5 / 7
setup endpoints to repair: 7 / 5
[final cells by class]
cell class	count	area [sq um]
fillers	998	7390
multi-input cells	102	823
repair buffers	43	383
flip-flops and latches	18	363
well taps	111	139
clock buffers	4	55.1
inverters	11	41.3
Power and IR drop assume default switching activity.
