==> flow/design.v <==
module lowpassfilter(ck,r,X,Y);
input wire ck,r;
input wire [7:0] X;
wire [9:0] sum, appr;
output wire [7:0] Y;
reg [3:0] q7,q6,q5,q4,q3,q2,q1,q0;
always @ (posedge ck, negedge r)
begin
	if(r==1'b0)
		q7 <= 4'b0000;
	else
	begin
	q7[2:0] <= q7[3:1];
	q7[3] <= X[7];
	end
end
always @ (posedge ck, negedge r)
begin
	if(r==1'b0)
		q6 <= 4'b0000;
	else
	begin
	q6[2:0] <= q6[3:1];
	q6[3] <= X[6];
	end
end
always @ (posedge ck, negedge r)
begin
	if(r==1'b0)
		q5 <= 4'b0000;
	else
	begin
	q5[2:0] <= q5[3:1];
	q5[3] <= X[5];
	end
end
always @ (posedge ck, negedge r)
begin
	if(r==1'b0)
		q4 <= 4'b0000;
	else
	begin
	q4[2:0] <= q4[3:1];
	q4[3] <= X[4];
	end
end
always @ (posedge ck, negedge r)
begin
	if(r==1'b0)
		q3 <= 4'b0000;
	else
	begin
	q3[2:0] <= q3[3:1];
	q3[3] <= X[3];
	end
end
always @ (posedge ck, negedge r)
begin
	if(r==1'b0)
		q2 <= 4'b0000;
	else
	begin
	q2[2:0] <= q2[3:1];
	q2[3] <= X[2];
	end
end
always @ (posedge ck, negedge r)
begin
	if(r==1'b0)
		q1 <= 4'b0000;
	else
	begin
	q1[2:0] <= q1[3:1];
	q1[3] <= X[1];
	end
end
always @ (posedge ck, negedge r)
begin
	if(r==1'b0)
		q0 <= 4'b0000;
	else
	begin
	q0[2:0] <= q0[3:1];
	q0[3] <= X[0];
	end
end
assign sum = {2'b00,q7[3],q6[3],q5[3],q4[3],q3[3],q2[3],q1[3],q0[3]}+
				 {2'b00,q7[2],q6[2],q5[2],q4[2],q3[2],q2[2],q1[2],q0[2]}+
				 {2'b00,q7[1],q6[1],q5[1],q4[1],q3[1],q2[1],q1[1],q0[1]}+
				 {2'b00,q7[0],q6[0],q5[0],q4[0],q3[0],q2[0],q1[0],q0[0]};
assign appr = sum + 10'b00000_00010;
assign Y = appr[9:2];
endmodule
==> flow/run.sh <==
#!/bin/bash
# OpenROAD 26Q1-2900-gdf79404cd8, Yosys 0.63+post, stock flow scripts
make -C /OpenROAD-flow-scripts/flow DESIGN_CONFIG=/design/flow/config.mk WORK_HOME=/design/flow/orfs finish
==> flow/config.mk <==
export PLATFORM = sky130hd
export DESIGN_NAME = lowpassfilter
export DESIGN_NICKNAME = lowpassfilter
export VERILOG_FILES = /design/flow/design.v
export SDC_FILE = /design/flow/constraint.sdc
export NUM_CORES = 4
export LEC_CHECK = 1
export CORE_UTILIZATION = 40
==> flow/constraint.sdc <==
current_design lowpassfilter

set clk_period 4.9
set clk_io_pct 0.2

create_clock -name clk0 -period $clk_period [get_ports {ck}]

set non_clock_inputs [all_inputs -no_clocks]
set_input_delay [expr $clk_period * $clk_io_pct] -clock clk0 $non_clock_inputs
set_output_delay [expr $clk_period * $clk_io_pct] -clock clk0 [all_outputs]
==> commit_impl_results.txt <==
Update PnR metrics after Yosys + OpenROAD run

- The flow ran to the end, and the final reports show no timing, DRC or antenna violations.
* Cts hold-fix bufs: 0
* CTS Buf Count: 5
- Traced cell by cell, the critical path runs through inv_1 > fa_1 > fa_1 > inv_1 > ha_1 > a21o_1 > a2111oi_2 > xnor2_1 > clkdlybuf4s50_1.
- The final report lists the setup-violating endpoint count as 0.
* Count of mapped cells out of synthesis: ~130
- Final Max Slew Viols: 0
- Area growth syn-to-layout: 19.0%
- In this run the core area contains 22 standard-cell rows.
* Endpoint class of the critical path: primary output
- The cell sitting at the root of the clock tree is a sky130_fd_sc_hd__clkbuf_8.
- Max-cap violations: 0
* Iteration tally of the first detailed-router pass: 4
* Post-synthesis cell type count: 23
- The data arrival time reported for the critical path is 3.39 ns.
* Clock tree from TritonCTS: yes
- In this run the static leakage power is 0.974 nW.
- The H-tree generated during clock tree synthesis spans 2 levels.
* Setup TNS Final: 0 ns
* Post-route cell area: 1920 µm²
* Overall power after layout: around 0.77 mW
- Maximum fanout encountered on the critical timing path: 7
- According to the hold report, the worst path is of the flip-flop to flip-flop type.
* Initial standard-cell utilization of the core: approximately 43%
- After synthesis, the design contains roughly 130 cells according to Yosys.
- Derived from the worst setup path, the maximum achievable clock frequency is ~0.23 GHz.
* Number of antenna violations at the first check in global routing: 0
* Global-route usage over all layers: 12.6%
* Final weighted congestion in routability-driven placement: about 0.78
* Bufs on Longest Clock Path: 2
- Cell area reported after detailed placement: about 1800 µm²
- For the final database, setup skew stands at 0.000736 ns.
* Crit path max-delay cell type: sky130_fd_sc_hd__fa_1
- The number of setup buffers added after CTS is 0.
- The routed design ends up with an antenna cell count of 0.
- Setup repair after global routing left no endpoint under its margin.
- Tightest slew margin relative to the limit: 73.8%
- Per the power-grid run, VDD falls by no more than 0.199 mV.
* Final worst path period need: between 4 and 5 ns
- Die X-Extent: ~65 µm
- Clock-pin slew was measured on the worst setup and hold paths at approximately 0.05 ns.
* Post-route setup slack: approximately 0.53 ns
- Chip Footprint: around 4300 µm²
- Tally of yosys warning messages: 1
- For this design the top-level I/O count stands at 18.
- Register bit total from synthesis: 32
- CP required: 3.92 ns
- Multi-input combinational cell area: 642 µm²
- The layout summary lists the proportion of cells stronger than drive strength 1 as 7.10%.
- Pin count of the biggest net entering global routing: 33
* Fillcell total: ~320
- For reference, the post-synthesis area per instance comes to about 12 µm².
- The flow reported a cell area power density of between 300 and 400 nW/µm².
* Number of instances resized during post-cts repair: 0
- For the pin with the worst max-slew slack, the measured transition is between 0.3 and 0.4 ns.
- Register area: about 800 µm²
* Worst skew pair latency: 0.28 ns
- CP Launch Type: flip-flop
- DRT Wirelength: ~2100 µm
* Slowest Stage Delay on Critical Path: between 0.5 and 0.6 ns
- Buffers added on ports: 17
- For this run the aggregate overflow at the end of global routing stands at 0.
* Post-synthesis instance area: around 1600 µm²
- Final hold analysis gives a worst-case slack of 0.371 ns.
* Vias after detailed routing: 906
- Via count of the first global-routing pass: approximately 980
- Remaining antenna violation count: 0
- Remaining design rule violation count: 0
- The chip area line in the Yosys stat output reads around 1600 µm².
* Seq share, synth: 49.7%
* Wire length of the first global-routing pass: ~4000 µm
- After the first detailed-routing iteration, the DRC count stood at 31.
- In the setup report, the worst path falls into the class flip-flop to primary output.
- Total count of hold-check failures in the final report: 0
* Crit share post-route: between 80% and 90%
* Core footprint: around 3800 µm²
- Worst-case setup slack after placement: a little over 0.8 ns
* Placed wire-length estimate after detailed placement: ~1700 µm
- Warnings raised by the tools during the run amount to 25.
- Via density: 4.46
- Die y size: 65.5 µm
- For this sky-water flow run, the detailed-routed wirelength per cell is reported as 10.4 µm.
- The clock drives 32 sinks.
worst paths after layout:
| kind | from | to | slack [ns] | depth (start not counted) |
|---|---|---|---|---|
| setup reg to reg | q1[2]$_DFF_PN0_ | q1[1]$_DFF_PN0_ | 4.36 | 0 |
| max in group asynchronous | r | q5[0]$_DFF_PN0_ | 3.52 | 2 |
| hold reg to reg | q3[3]$_DFF_PN0_ | q3[2]$_DFF_PN0_ | 0.37 | 0 |
| setup / recovery | q5[1]$_DFF_PN0_ | Y[5] | 0.53 | 9 |
| min in group asynchronous | r | q1[0]$_DFF_PN0_ | 1.10 | 2 |
| hold / removal | q3[3]$_DFF_PN0_ | q3[2]$_DFF_PN0_ | 0.37 | 0 |
cells in the final DEF (no fill, tap or decap), types with 2 or more instances in the layout:
cell	count
sky130_fd_sc_hd__nor3_1	2
sky130_fd_sc_hd__clkdlybuf4s50_1	17
sky130_fd_sc_hd__clkbuf_8	5
sky130_fd_sc_hd__a31oi_1	2
sky130_fd_sc_hd__xor2_1	3
sky130_fd_sc_hd__nand3_1	2
sky130_fd_sc_hd__and4_2	2
sky130_fd_sc_hd__a21oi_1	4
sky130_fd_sc_hd__fa_1	15
sky130_fd_sc_hd__ha_1	9
sky130_fd_sc_hd__inv_1	45
sky130_fd_sc_hd__dfrtp_1	32
sky130_fd_sc_hd__xnor2_1	4
where the power goes:
part / switching, mW / internal, mW
clock: 0.0788 / 0.0910
combinational: 0.129 / 0.183
sequential: 0.00641 / 0.278
registers in the layout, indices dropped and copies added (netlist names):
signal and flops:
q0 4, q6 4, q3 4, q5 4
q7 4, q4 4, q1 4, q2 4
kinds of logic (layout without fill, tap and decap cells):
group,after synthesis,after routing,share of synthesized area (%)
buffers and inverters,45,68,10.5
flip-flops,32,32,49.7
adder cells (fa/ha/maj),24,24,25.6
AND-OR/OR-AND,12,12,5.67
AND/OR/NAND/NOR,12,12,4.74
XOR/XNOR,7,7,3.80
final cells by class:
cell class              count  area share (%)
flip-flops and latches     32            41.7
multi-input cells          55            33.5
repair buffers             18            9.26
inverters                  45            8.81
clock buffers               5            3.59
well taps                  48            3.13
cells in the mapped netlist (all sizes together):
cell / count / area, µm²
inv: 45 / 169
nand4b: 1 / 8.76
a211oi: 1 / 12.5
ha: 9 / 113
xnor2: 4 / 35.0
a21o: 1 / 7.51
nand3: 2 / 10.0
nor3: 2 / 10.0
fa: 15 / 300
and4: 2 / 20.0
xor2: 3 / 26.3
dfrtp: 32 / 801
a21oi: 5 / 28.8
nand2b: 1 / 6.26
a2111oi: 1 / 15.0
nor2: 1 / 3.75
nand2: 1 / 3.75
o21bai: 1 / 7.51
nand3b: 1 / 7.51
a31oi: 2 / 12.5
nand4: 1 / 6.26
o211ai: 1 / 7.51
through the flow:
step / utilization [%] / cells
6_report: 50.9 / 203
5_1_grt: 50.9 / 203
4_1_cts: 50.9 / 203
3_3_place_gp: 49.0 / 198
2_1_floorplan: - / 132
3_5_place_dp: 49.0 / 198
critical path: cells and delay by family (launching register included):
kind / cells / cell delay (ns)
adders and majority gates: 3 / 1.32
xor gates and xnor gates: 1 / 0.17
DFF: 1 / 0.38
buffers and inverters: 3 / 0.61
AOI/OAI and AO/OA: 2 / 0.64
metal layers:
layer | global-route usage, % | share of wire (%) | vias to the layer above | routed length, µm
li1 | - | - | 439 | -
met1 | 19.2 | 48 | 444 | 1010
met2 | 18.9 | 45 | 16 | 945
met3 | 3.87 | 4.5 | 7 | 94
met4 | 2.72 | 2.7 | 0 | 58
met5 | 0 | 0 | - | 0
No activity file was given, so power comes from the tool's default toggle rates.
